### flow/run.sh
#!/bin/bash
# OpenROAD 26Q1-2900-gdf79404cd8, Yosys 0.63+post, stock flow scripts
make -C /OpenROAD-flow-scripts/flow DESIGN_CONFIG=/design/flow/config.mk WORK_HOME=/design/flow/orfs finish
### flow/config.mk
export PLATFORM = sky130hd
export DESIGN_NAME = bist_receiver
export DESIGN_NICKNAME = bist_receiver
export VERILOG_FILES = /design/flow/design.v
export SDC_FILE = /design/flow/constraint.sdc
export NUM_CORES = 4
export LEC_CHECK = 1
export CORE_UTILIZATION = 40
export SYNTH_HDL_FRONTEND = slang
### flow/constraint.sdc
current_design bist_receiver

set clk_period 7.0
set clk_io_pct 0.2

create_clock -name clk0 -period $clk_period [get_ports {clk}]

set non_clock_inputs [all_inputs -no_clocks]
set_input_delay [expr $clk_period * $clk_io_pct] -clock clk0 $non_clock_inputs
set_output_delay [expr $clk_period * $clk_io_pct] -clock clk0 [all_outputs]
### flow/design.v
package rcu_header;
    parameter int MESH_WIDTH = 3;
    parameter int MESH_HEIGHT = 3;
    parameter int MESH_DEPTH = 3;
    typedef struct {
        logic [$clog2(MESH_WIDTH)-1:0] x;
        logic [$clog2(MESH_HEIGHT)-1:0] y;
        logic [$clog2(MESH_DEPTH)-1:0] z;
    } position_t;
    typedef enum logic [2:0] {
        LOCAL = 3'd0,
        NORTH = 3'd1,
        SOUTH = 3'd2,
        EAST  = 3'd3,
        WEST  = 3'd4,
        UP    = 3'd5,
        DOWN  = 3'd6,
        DROP  = 3'd7
    } port_t;
endpackage
module bist_receiver#(
    parameter int TEST_CHANNELS = 70,
    parameter SEED = 32'hdeadbeef,
    parameter int TEST_CASES = 1000
) (
    input  logic clk,
    input  logic reset,
    input  logic [TEST_CHANNELS-1:0] input_channels,
    output logic busy,
    output logic failed
);
logic [31:0] cases;
logic [31:0] rng_out;
logic [TEST_CHANNELS-1:0] expected_input;
assign busy = cases != TEST_CASES;
lfsr32#(
    .SEED(SEED)
) rng (
    .clk(clk),
    .reset(reset),
    .n(rng_out)
);
always_ff @(posedge clk or posedge reset) begin
    if (reset) begin
        cases <= '0;
        expected_input <= '0;
        failed <= '0;
    end else begin
        if (busy) begin
            cases <= cases + 32'b1;
            expected_input <= (expected_input << 32) | rng_out;
            failed <= failed | (input_channels != expected_input);
        end
    end
end
endmodule
module lfsr32#(
    parameter SEED = 32'hdeadbeef
) (
    input  logic        clk,
    input  logic        reset,
    output logic [31:0] n
);
logic new_bit;
assign new_bit = n[7] ^ n[6] ^ n[2] ^ n[0];
always_ff @(posedge reset or posedge clk) begin
    if (reset) begin
        n <= SEED;
    end else begin
        n <= (n >> 1) | {new_bit, 31'b0};         
    end
end
endmodule
==> impl_metrics.env <==
# physical design summary
export IMPL_hold_viol_final=0
export IMPL_grt_overflow=0
export IMPL_track_usage_pct=17.4
export IMPL_synth_area_mm2=0.00576
export IMPL_holdPathStages=0
export IMPL_cts_hold_buf=0
export IMPL_worstSetupStartpointType="register"
export IMPL_via_per_inst=4.83
export IMPL_wirelength_mm=11.3
export IMPL_cell_internal_pwr_w=0.00141
export IMPL_root_buffer="clkbuf_16"
export IMPL_finalSetupViolCount=0
export IMPL_hold_path_class="reg -> reg"
export IMPL_wire_per_inst_um=16.1
export IMPL_synth_cell_types=32
export IMPL_syn_inst=419
export IMPL_worst_pin_slew_ps=762
export IMPL_fillCellCount=1152
export IMPL_io_buffers=73
export IMPL_seq_area_frac_synth_pct=59.2
export IMPL_ios=74
export IMPL_hold_end="rng.n[15]"
export IMPL_drv_cap=0
export IMPL_clk_latency_ps=410
export IMPL_grt_pass1_wl_mm=18.7
export IMPL_num_rows=43
export IMPL_maxSlewHeadroom_pct=49.2
export IMPL_p_per_area_mw_per_mm2=241
export IMPL_cp_arrival_ps=2670
export IMPL_p_clk_share_pct=50.7
export IMPL_p_comb_share_pct=4.6
export IMPL_dpl_hpwl_mm=8.01
export IMPL_path_clk_slew_ps=50
export IMPL_p_total_w=0.00175
export IMPL_globalplace_congestion=0.859
export IMPL_status="finished, final reports clean"
export IMPL_finalCritPeriodShare_pct=58.1
export IMPL_rsz0062_at_grt="no"
export IMPL_swShare_pct=19.5
export IMPL_grt_antenna_before_repair=0
export IMPL_cp_max_fo=25
export IMPL_fp_util_pct=41.3
export IMPL_combGateArea_mm2=0.00223
export IMPL_finClkSkew_ps=9.61
export IMPL_postCtsSetupBuffers=0
export IMPL_htree_levels=4
export IMPL_sequentialPowerShare_pct=44.7
export IMPL_seq_area_mm2=0.00341
export IMPL_rrSetupSlack_ps=4050
export IMPL_setup_tns_final_ps=0
export IMPL_syn_avg_cell_area_um2=13.7
export IMPL_reg2reg_depth=5
export IMPL_yosysWarnings=0
export IMPL_ant_nets=0
export IMPL_cts_resized_gates=0
export IMPL_clockBufferDepth=2
export IMPL_crit_start="cases[16]"
export IMPL_crit_chain="or4_1 > nor4_1 > and4b_4 > inv_1 > clkdlybuf4s50_1"
export IMPL_r2r_end="expected_input[16]"
export IMPL_end_kind="output pin"
export IMPL_tool_warnings=26
export IMPL_area_growth_pct=26.2
export IMPL_die_height_um=122
export IMPL_chipArea_mm2=0.0149
export IMPL_power_switching_w=0.000341
export IMPL_slowest_stage="and4b_4"
export IMPL_drt_initial_drc_count=127
export IMPL_drive_gt1_share_pct=25.7
export IMPL_layout_min_cycle_time_ps=4070
export IMPL_grt_pass1_vias=3532
export IMPL_hp_start="rng.n[16]"
export IMPL_ys_cells=419
export IMPL_timing_fmax_ghz=0.246
export IMPL_reg2reg_from="cases[16]"
export IMPL_ir_drop_uv=177
export IMPL_cts_buffers_inserted=17
export IMPL_ys_ff=135
export IMPL_num_vias=3374
export IMPL_crit_type="reg -> out"
export IMPL_grt_start_max_net_pins=63
export IMPL_drcViolationCount=0
export IMPL_cellLeakagePower_nw=3.33
export IMPL_num_antenna_cells=0
export IMPL_ys_area_mm2=0.00576
export IMPL_cts_tree="done"
export IMPL_chipWidth_um=122
export IMPL_cts_sinks=135
export IMPL_required_ps=5600
export IMPL_drtPass1Iterations=4
export IMPL_final_max_slew_viol_count=0
export IMPL_core_area_mm2=0.0139
export IMPL_critPathMaxStageDelay_ps=540
==> kinds of logic (layout without fill, tap and decap cells) <==
kind of cell	after synthesis	after routing	share of synthesized area, %
DFF	135	135	59.2
xor gates and xnor gates	100	100	15.2
and+or+nand+nor	85	85	8.54
muxes	70	70	13.7
buffers and inverters	21	120	2.17
AOI/OAI and AO/OA	6	6	0.739
adders and majority gates	2	2	0.435
==> how the worst max path moves through the flow <==
| stage | end | slack [ps] |
|---|---|---|
| 6_report | busy | 2930 |
| 5_1_grt | busy | 2720 |
| 4_1_cts | busy | 2900 |
==> cells in the final DEF (no fill, tap or decap), types with 2 or more instances in the layout <==
cell type / synthesis / routed
dfrtp_1: 111 / 111
clkdlybuf4s50_1: 0 / 73
mux2_2: 69 / 69
xor2_1: 54 / 54
xnor2_1: 46 / 46
dfstp_2: 24 / 24
clkbuf_16: 0 / 17
nor4_1: 16 / 16
nand4_1: 14 / 14
nand3_1: 13 / 13
nand2_1: 11 / 11
inv_1: 12 / 11
nor2_1: 11 / 11
clkbuf_8: 0 / 6
and3_1: 4 / 4
nor3_1: 4 / 4
o21ai_0: 3 / 3
clkinv_2: 0 / 3
buf_4: 4 / 3
nor4b_1: 2 / 2
or4_1: 2 / 2
ha_1: 2 / 2
clkinvlp_4: 0 / 2
clkbuf_1: 0 / 2
bufinv_16: 0 / 2
==> sequential cells by signal (all words and copies together) (netlist names) <==
register / flops
cases: 32
expected_input: 70
failed: 1
rng.n: 32
==> cell type report <==
| type | instances | share of cell area (%) |
|---|---|---|
| timing repair buffer | 76 | 10.4 |
| sequential | 135 | 46.9 |
| inverter | 12 | 0.654 |
| clock inverter | 7 | 1.24 |
| multi-input combinational | 263 | 30.6 |
| clock buffer | 25 | 7.09 |
| tap | 180 | 3.10 |
==> critical path: cells and delay by family (launching register included) <==
family,cells,cell delay [ps]
buf+inv,2,480
simple gates,3,1340
flops,1,420
==> stage by stage <==
stage,util (%),std cells,area (um^2),hold slack (ps),worst slack [ps]
2_1_floorplan,-,419,5760,351,2030
3_3_place_gp,47.8,666,6660,355,3370
3_5_place_dp,47.8,666,6660,355,3350
4_1_cts,52.1,698,7270,362,2900
5_1_grt,52.1,698,7270,365,2720
6_report,52.1,698,7270,360,2930
==> synth_stat cells, drive strengths merged <==
master / number / area, um^2
or4: 3 / 26.3
and3: 4 / 25.0
inv: 12 / 45.0
nand3: 14 / 75.1
xor2: 54 / 473
nor4b: 2 / 17.5
ha: 2 / 25.0
and4b: 1 / 10.0
nor3: 4 / 20.0
buf: 9 / 80.1
mux2: 69 / 777
o221ai: 1 / 8.76
mux2i: 1 / 10.0
dfstp: 24 / 631
a32oi: 1 / 8.76
a222oi: 1 / 10.0
nand2: 11 / 41.3
and4: 1 / 8.76
nand2b: 1 / 6.26
nand4: 14 / 87.6
o21ai: 3 / 15.0
nor4: 17 / 113
or4b: 1 / 13.8
xnor2: 46 / 403
nor2: 12 / 47.6
dfrtp: 111 / 2780
==> metal layers <==
| metal | up-vias | wire length [um] | GRT usage [%] |
|---|---|---|---|
| met3 | 7 | 649 | 4.10 |
| met4 | 0 | 91 | 1.85 |
| met2 | 64 | 5210 | 26.0 |
| met1 | 1663 | 5310 | 28.0 |
| li1 | 1640 | - | - |
| met5 | - | 0 | 0 |
==> power groups by stage <==
stage / logic [W] / clock network, W / registers [W]
CTS: 0.0000821 / 0.000910 / 0.000782
global route: 0.0000875 / 0.000947 / 0.000781
finish: 0.0000796 / 0.000887 / 0.000782
No activity file was given, so power comes from the tool's default toggle rates.
