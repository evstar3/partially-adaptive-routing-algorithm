==> flow/design.v <==
package rcu_header;
    parameter int MESH_WIDTH = 3;
    parameter int MESH_HEIGHT = 3;
    parameter int MESH_DEPTH = 3;
    typedef struct {
        logic [$clog2(MESH_WIDTH)-1:0] x;
        logic [$clog2(MESH_HEIGHT)-1:0] y;
        logic [$clog2(MESH_DEPTH)-1:0] z;
    } position_t;
    typedef enum logic [2:0] {
        LOCAL = 3'd0,
        NORTH = 3'd1,
        SOUTH = 3'd2,
        EAST  = 3'd3,
        WEST  = 3'd4,
        UP    = 3'd5,
        DOWN  = 3'd6,
        DROP  = 3'd7
    } port_t;
endpackage
module fifo#(
    parameter int DEPTH = 5,
    parameter int DATA_WIDTH = 32
) (
    input logic clk,
    input logic reset,
    input logic push,
    input logic pop,
    input logic [DATA_WIDTH-1:0] din,
    output logic [DATA_WIDTH-1:0] dout,
    output logic [$clog2(DEPTH):0] n_free
);
parameter int DEPTH_BITS = $clog2(DEPTH);
typedef enum logic [1:0] {
    EMPTY = 2'd1,
    FULL  = 2'd2
} state_t;
state_t [1:0] state;
always_comb begin
    state = '0;
    if (n_free == 0)
        state = FULL;
    else if (n_free == DEPTH)
        state = EMPTY;
end
logic do_read, do_write;
always_comb begin
    do_read  = 1'b0;
    do_write = 1'b0;
    case (state)
        EMPTY: begin
            do_write = push;
        end
        FULL: begin
            do_read = pop;
            do_write = push & pop;
        end
        default: begin
            do_read = pop;
            do_write = push;
        end
    endcase
end
logic [DEPTH_BITS-1:0] read_head, write_head;
logic [DEPTH_BITS-1:0] read_head_next, write_head_next;
always_comb begin
    read_head_next  = read_head  == DEPTH - 1 ? '0 : read_head  + 1;
    write_head_next = write_head == DEPTH - 1 ? '0 : write_head + 1;
end
logic [DATA_WIDTH-1:0] regfile [DEPTH-1:0];
always_ff @(posedge clk or posedge reset) begin
    if (reset) begin
        read_head <= '0;
        write_head <= '0;
        n_free <= DEPTH;
        for (int i = 0; i < DEPTH; i++)
            regfile[i] <= '0;
    end else begin
        if (do_read)
            read_head <= read_head_next;
        if (do_write) begin
            regfile[write_head] <= din;
            write_head <= write_head_next;
        end
        if (do_read & ~do_write)
            n_free <= n_free + 1;
        else if (~do_read & do_write)
            n_free <= n_free - 1;
    end
end
assign empty = state == EMPTY;
assign full  = state == FULL;
assign dout  = regfile[read_head];
endmodule
module virtual_channel#(
    parameter int DEPTH = 5,
    parameter int DATA_WIDTH = 32,
    parameter int VIRTUAL_CHANNELS = 2,
    parameter int VC_BITS = $clog2(VIRTUAL_CHANNELS),
    parameter int DEPTH_BITS = $clog2(DEPTH)
) (
    input  logic                  clk,
    input  logic                  reset,
    input  logic                  push,
    input  logic                  pop,
    input  logic [DATA_WIDTH-1:0] flit_in,
    input  logic [           2:0] route_in,
    input  logic [   VC_BITS-1:0] vc_in,
    output logic                  active,
    output logic [DATA_WIDTH-1:0] flit_out,
    output logic [           2:0] route_out,
    output logic [   VC_BITS-1:0] vc_out,
    output logic [  DEPTH_BITS:0] credits
);
fifo#(
    .DEPTH(DEPTH),
    .DATA_WIDTH(DATA_WIDTH)
) fifo0 (
    .clk(clk),
    .reset(reset),
    .push(push),
    .din(flit_in),
    .pop(pop),
    .dout(flit_out),
    .n_free(credits)
);
typedef enum logic [1:0] {
    IDLE,
    ROUTING,
    AWAITING_VC,
    ACTIVE
} vc_state_t;
vc_state_t state, next_state;
logic tail_flit_next;  
always_comb begin
    next_state = state;
    case (state)
        IDLE:
            if (push)
                next_state = ROUTING;
        ROUTING:
            next_state = AWAITING_VC;
        AWAITING_VC:
            next_state = ACTIVE;
        ACTIVE:
            if (pop & tail_flit_next)
                next_state = IDLE;
    endcase
end
always_ff @(posedge clk or posedge reset) begin
    if (reset) begin
        route_out <= '0;
        vc_out <= '0;
        state <= IDLE;
    end else begin
        if (state == ROUTING)
            route_out <= route_in;
        if (state == AWAITING_VC)
            vc_out <= vc_in;
        state <= next_state;
    end
end
assign vca_active = state == ACTIVE;
endmodule
==> flow/run.sh <==
#!/bin/bash
# OpenROAD 26Q1-2900-gdf79404cd8, Yosys 0.63+post, stock flow scripts
make -C /OpenROAD-flow-scripts/flow DESIGN_CONFIG=/design/flow/config.mk WORK_HOME=/design/flow/orfs finish
==> flow/config.mk <==
export PLATFORM = sky130hd
export DESIGN_NAME = virtual_channel
export DESIGN_NICKNAME = virtual_channel
export VERILOG_FILES = /design/flow/design.v
export SDC_FILE = /design/flow/constraint.sdc
export NUM_CORES = 4
export LEC_CHECK = 1
export CORE_UTILIZATION = 40
export SYNTH_HDL_FRONTEND = slang
==> flow/constraint.sdc <==
current_design virtual_channel

set clk_period 9.8
set clk_io_pct 0.2

create_clock -name clk0 -period $clk_period [get_ports {clk}]

set non_clock_inputs [all_inputs -no_clocks]
set_input_delay [expr $clk_period * $clk_io_pct] -clock clk0 $non_clock_inputs
set_output_delay [expr $clk_period * $clk_io_pct] -clock clk0 [all_outputs]
==> results.txt <==
Notes on the flow run.

- In the Yosys stats the netlist draws on 41 distinct library cells.
- The top cell type by total area after synthesis is sky130_fd_sc_hd__dfrtp_1, for reference.
- Looking at hold timing, the worst path starts from state[2].
- The skew report gives the latency at the later pin of the worst-skew pair as 0.42 ns.
- The maximum operating frequency is 193.0 MHz, for reference.
- For this run, the leading register cell type out of synthesis is sky130_fd_sc_hd__dfrtp_1.
- The global-route wire length before repair is 28940 um, for reference.
- The worst min-delay path class is reg -> reg, for reference.
- The placed cell count is 899, for reference.
- The count of final max-slew check failures is 0, for reference.
- The tool flagged a number of max-cap violations equal to 0.
- The worst register-to-register path has a setup slack of roughly 6.5 ns.
- The hold-fix buffer count after cts is 0, for reference.
- For reference, the critical path cell chain is buf_4 -> nor2b_4 -> buf_4 -> a22oi_1 -> o22ai_1 -> clkdlybuf4s50_1.
- The worst setup path is of the reg -> out kind.
- TritonCTS built the clock tree.
- After synthesis the cells add up to 0.008250 sq mm.
- The detail route stage leaves a number of antenna-violating nets equal to 0.
- The power report attributes to the sequential group a share of 0.379.
- The power per cell area is 346.6 mW/mm^2, for reference.
- Among all stages on the critical path, the maximum delay recorded is roughly 0.59 ns.
- The number of standard cells after synthesis is 577, for reference.
- The final report gives the core utilization as 0.4841.
- The portion of total power attributed to combinational logic is 0.426, for reference.
- The synthesis-to-finish area growth is 18.73%, for reference.
- The proportion of layout cells with a drive suffix above 1 is 0.3667, for reference.
- The capture endpoint of the worst hold path is state[1], for reference.
- The post-synthesis simple-gate area fraction is 0.01971, for reference.
- The total wire length after detailed routing is approximately 18000 um, for reference.
- Measured along the x axis, the die boundary spans 145.6 um.
- In this run, the synthesized area fraction spent on xor and xnor cells is recorded as 0.002123.
- The area of the chip is roughly 0.021 sq mm, for reference.
- The floorplan has 52 rows.
- Once layout is complete, the cells apart from fillers number 930.
- The count of boundary I/O pins is just over 80, for reference.
- Detailed placement ended at an HPWL of 10240 um.
- The die height is ~150 um, for reference.
- The clock tree synthesis step divided the H-tree into 4 levels.
- The share of flip-flops with an asynchronous set or reset is 1.000, for reference.
- The sort of element at the start of the critical path is a flip-flop, for reference.
- In this run the critical register-to-register path is captured at fifo0.n_free[3].
- The average wire per standard cell is 18.84 um, for reference.
- The count of cells along the worst register-to-register path is 8, for reference.
- In this run, the number of DRC markers left after iteration 0 of detailed routing was between 150 and 200.
- The via count of the first global-routing pass was 5383.
- During synthesis, Yosys emitted a total of 2 warnings.
- Counting instances, the worst hold path has a depth of 0.
- The slowest stage of the critical path is the sky130_fd_sc_hd__dfrtp_2 cell.
- The post-synthesis sequential element count is 177, for reference.
- The worst slew slack as a fraction of its limit is 0.4494, for reference.
- The final clock skew is 0.006183 ns, for reference.
- The post-synthesis cell type with the largest instance count is sky130_fd_sc_hd__mux2_2, for reference.
- Per the detail_route report, vias per standard cell equal 5.381.
- At the end of routability-driven placement, the weighted congestion stood at 0.7916.
- CTS reports a maximum clock tree buffer depth of 2.
- For this design, Yosys synthesis ends with a cell count of 577.
- The kind of cell with the highest combined delay along the critical path is buffers and inverters.
- Setup repair after global routing left no endpoint under its margin.
- Counting the fill cells in the layout gives 1713.
- The measured slew at the worst slew-check pin is 0.8259 ns, for reference.
- The setup TNS is 0 ns, for reference.
- Yosys mapped a number of flops with a built-in enable equal to 0.
- The maximum number of pins on one net before global-route repair is 69, for reference.
- The endpoint class of the critical path is an output port, for reference.
- The highest supply drop recorded on VDD is between 0.00015 and 0.0002 V.
- The area share of the largest cell type after synthesis is 0.5278, for reference.
- The maximum fanout along the worst path is 26, for reference.
- For this run, the chip area from Yosys synthesis comes to around 0.0083 sq mm.
- The number of hold-slack violations in the final timing report is 0, for reference.
- The flow ran to the end, and the final reports show no timing, DRC or antenna violations.
- The share of synthesized area occupied by flip-flops and latches is 0.5373, for reference.
- The commonest cells after synthesis are sky130_fd_sc_hd__mux2_2, sky130_fd_sc_hd__dfrtp_1, sky130_fd_sc_hd__mux2i_1.
- Yosys shows that the main logic family after synthesis is multiplexers.
- In this run the standard cell core region covers roughly 0.020 sq mm.
- In this run the mean area of a mapped cell was 14.30 sq um.
- The switching share of power is 0.3091, for reference.
- The buffer type at the clock tree root is sky130_fd_sc_hd__clkbuf_16, for reference.
- The initial antenna violation count is 0, for reference.
- The critical path endpoint has a required time of 7.84 ns.
- The count of buffers added by post-CTS timing repair for setup is 0, for reference.
- The initial utilization of the core area, before any placement, comes to 0.4077.
- The leakage power summed over all cells is 4.144 nW, for reference.
- For reference, the top cells by area after synthesis are sky130_fd_sc_hd__dfrtp_1, sky130_fd_sc_hd__mux2_2, sky130_fd_sc_hd__mux2i_1, sky130_fd_sc_hd__a22oi_1, sky130_fd_sc_hd__o22ai_1.
- The switching power summed over all nets is 0.001050 W, for reference.
- The clock tree has to reach 177 sinks.
- Yosys reports the multiplexer fraction of the synthesized area as 0.3144.
- The buffer-and-inverter tally for the worst setup path is 3, for reference.
- Setup violations remaining at the end of the flow were counted as 0.
- The final worst-path cycle share is 0.5287, for reference.
- The startpoint identified for the worst register-to-register timing path is fifo0.n_free[1].
- The cell seen most often among critical-path stages is sky130_fd_sc_hd__buf_4, for reference.
- Of the total synthesized cell area, the portion taken by AND-OR and OR-AND cells is 0.07583.
- The power report lists cell-internal power as around 0.0023 W.
- Total global-route track usage over all layers is 0.1818.
- The cell-mix breakdown from Yosys lists the adder-cell area share as 0.01304.
- For this block, the via count after detailed routing is approximately 5k.
- Per the detail_route report, DRC violations left total 0.
- The relative contribution of the clock network to total power is 0.195, for reference.
- The clock transition time at the flip-flop clock pins of the worst setup and hold paths is 0.06 ns, for reference.
- After layout, the minimum clock period comes to around 5.2 ns.
- The total CTS buffers is 17, for reference.
- For this run, the script counts the antenna cells in the layout as 0.
- The stage logs contain a warning count of 27.
- The first-pass iteration count of the detailed router is 4, for reference.
- The global route stage reports its total congestion overflow as 0.
- The number of port buffers is approximately 79, for reference.
- The number of gates resized after cts is 0, for reference.
- Data arrives at the worst endpoint at roughly 3.2 ns.
power by group through the flow:
stage	Clock, W	Sequential [W]	Combinational, W
global route	0.000709	0.00134	0.00159
CTS	0.000678	0.00129	0.00146
finish	0.000663	0.00129	0.00145
how the worst max path moves through the flow:
stage             startpoint           end  slack (ns)  cells after the start
4_1_cts   fifo0.read_head[0]  flit_out[14]        4.58                      6
5_1_grt   fifo0.read_head[0]  flit_out[11]        4.43                      6
6_report  fifo0.read_head[0]  flit_out[11]        4.62                      6
cell type report:
class	count	area (sq um)	share of cell area
Timing Repair Buffer	92	888.4	0.09069
Clock buffer	22	474.2	0.04841
Clock inverter	9	106.4	0.01086
Inverter	8	35.03	0.003576
Tap cell	270	337.8	0.03449
Sequential cell	177	4436	0.4528
Multi-Input combinational cell	352	3518	0.3592
registers in the layout, indices dropped and copies added, names as in the netlist:
signal and count:
state 3, fifo0.write_head 3, route_out 3, fifo0.regfile 160, vc_out 1, fifo0.n_free 4
fifo0.read_head 3
layer usage:
layer | GRT usage | wire length, um | share of wire | vias up
met1 | 0.2768 | 8108 | 0.46 | 2582
met2 | 0.2846 | 8365 | 0.48 | 116
met4 | 0.02105 | 191 | 0.011 | 0
met3 | 0.04512 | 852 | 0.049 | 16
li1 | - | - | - | 2290
met5 | 0 | 0 | 0 | -
per-stage QoR:
step / hold WS, ns / setup slack, ns / area [sq um] / total power, W
2_1_floorplan: 0.4164 / 3.043 / 8250 / 0.002220
3_3_place_gp: 0.4380 / 4.914 / 9215 / 0.002708
3_5_place_dp: 0.4470 / 4.810 / 9215 / 0.002751
4_1_cts: 0.4627 / 4.581 / 9796 / 0.003430
5_1_grt: 0.4974 / 4.426 / 9796 / 0.003636
6_report: 0.4643 / 4.618 / 9796 / 0.003396
cell families after synthesis:
group / Yosys count
buffers and inverters: 48
AND-OR/OR-AND: 83
flip-flops: 177
XOR/XNOR: 2
AND/OR/NAND/NOR: 25
other: 1
multiplexers: 233
adder cells (fa/ha/maj): 8
cells in the final DEF (no fill, tap or decap), types with 2 or more instances in the layout:
cell type / count
sky130_fd_sc_hd__clkbuf_16: 17
sky130_fd_sc_hd__mux2i_1: 33
sky130_fd_sc_hd__o21ai_0: 3
sky130_fd_sc_hd__xnor2_1: 2
sky130_fd_sc_hd__mux2_2: 182
sky130_fd_sc_hd__clkbuf_8: 3
sky130_fd_sc_hd__inv_6: 2
sky130_fd_sc_hd__or4_1: 2
sky130_fd_sc_hd__nand2b_1: 3
sky130_fd_sc_hd__a21oi_1: 4
sky130_fd_sc_hd__nor3_1: 2
sky130_fd_sc_hd__inv_1: 7
sky130_fd_sc_hd__clkinvlp_4: 3
sky130_fd_sc_hd__dfrtp_1: 172
sky130_fd_sc_hd__a22oi_1: 31
sky130_fd_sc_hd__o2bb2ai_1: 2
sky130_fd_sc_hd__nand3_1: 2
sky130_fd_sc_hd__bufinv_16: 2
sky130_fd_sc_hd__nand2_1: 6
sky130_fd_sc_hd__clkinv_2: 3
sky130_fd_sc_hd__dfrtp_2: 2
sky130_fd_sc_hd__mux2_1: 17
sky130_fd_sc_hd__o211ai_1: 2
sky130_fd_sc_hd__o21ai_4: 4
sky130_fd_sc_hd__dfstp_2: 3
sky130_fd_sc_hd__o22ai_1: 31
sky130_fd_sc_hd__and4bb_2: 3
sky130_fd_sc_hd__clkdlybuf4s50_1: 79
sky130_fd_sc_hd__ha_1: 7
sky130_fd_sc_hd__clkbuf_1: 2
sky130_fd_sc_hd__buf_4: 13
Power figures rest on the tool's default switching activity, not on a simulated workload.
