===== flow/design.v =====
package rcu_header;
    parameter int MESH_WIDTH = 3;
    parameter int MESH_HEIGHT = 3;
    parameter int MESH_DEPTH = 3;
    typedef struct {
        logic [$clog2(MESH_WIDTH)-1:0] x;
        logic [$clog2(MESH_HEIGHT)-1:0] y;
        logic [$clog2(MESH_DEPTH)-1:0] z;
    } position_t;
    typedef enum logic [2:0] {
        LOCAL = 3'd0,
        NORTH = 3'd1,
        SOUTH = 3'd2,
        EAST  = 3'd3,
        WEST  = 3'd4,
        UP    = 3'd5,
        DOWN  = 3'd6,
        DROP  = 3'd7
    } port_t;
endpackage
module bist_sender#(
    parameter int TEST_CHANNELS = 70,
    parameter SEED = 32'hdeadbeef,
    parameter int TEST_CASES = 1000
) (
    input  logic clk,
    input  logic reset,
    input  logic [TEST_CHANNELS-1:0] input_channels,
    output logic busy,
    output logic [TEST_CHANNELS-1:0] output_channels
);
logic [31:0] cases;
logic [31:0] rng_out;
logic [TEST_CHANNELS-1:0] test_output;
assign busy = cases != TEST_CASES;
lfsr32#(
    .SEED(SEED)
) rng (
    .clk(clk),
    .reset(reset),
    .n(rng_out)
);
always_ff @(posedge clk or posedge reset) begin
    if (reset) begin
        cases <= '0;
        test_output <= '0;
    end else begin
        if (busy) begin
            cases <= cases + 32'b1;
            test_output <= (test_output << 32) | rng_out;
        end
    end
end
always_comb begin
    if (busy)
        output_channels = test_output;
    else
        output_channels = input_channels;
end
endmodule
module lfsr32#(
    parameter SEED = 32'hdeadbeef
) (
    input  logic        clk,
    input  logic        reset,
    output logic [31:0] n
);
logic new_bit;
assign new_bit = n[7] ^ n[6] ^ n[2] ^ n[0];
always_ff @(posedge reset or posedge clk) begin
    if (reset) begin
        n <= SEED;
    end else begin
        n <= (n >> 1) | {new_bit, 31'b0};         
    end
end
endmodule

===== flow/run.sh =====
#!/bin/bash
# OpenROAD 26Q1-2900-gdf79404cd8, Yosys 0.63+post, stock flow scripts
make -C /OpenROAD-flow-scripts/flow DESIGN_CONFIG=/design/flow/config.mk WORK_HOME=/design/flow/orfs finish

===== flow/config.mk =====
export PLATFORM = sky130hd
export DESIGN_NAME = bist_sender
export DESIGN_NICKNAME = bist_sender
export VERILOG_FILES = /design/flow/design.v
export SDC_FILE = /design/flow/constraint.sdc
export NUM_CORES = 4
export LEC_CHECK = 1
export CORE_UTILIZATION = 40
export SYNTH_HDL_FRONTEND = slang

===== flow/constraint.sdc =====
current_design bist_sender

set clk_period 16.3
set clk_io_pct 0.2

create_clock -name clk0 -period $clk_period [get_ports {clk}]

set non_clock_inputs [all_inputs -no_clocks]
set_input_delay [expr $clk_period * $clk_io_pct] -clock clk0 $non_clock_inputs
set_output_delay [expr $clk_period * $clk_io_pct] -clock clk0 [all_outputs]

==> impl_metrics.tcl <==
# implementation run metrics
set metrics [dict create \
    r2r_setup_slack_ns 13.52 \
    yosys-top-cells-count "dfrtp_1, mux2_2, mux2_1" \
    grt_max_degree 63 \
    fp-utilization_pct 41.5 \
    endpoint_kind "output pin" \
    drv_cap 0 \
    powerDensity_nw_per_um2 90.4 \
    die_h_um 123 \
    worstMarginPinSlew_ns 0.747 \
    finalWirelength_um 10600 \
    fillCellCount 1098 \
    synth_area_um2 5820 \
    portBuffers 142 \
    post_cts_resized 0 \
    synth_cells 399 \
    setup_ws_ns 8.65 \
    cts_sinks 134 \
    grt_pass1_wl_um 17100 \
    yosysTopAreaCell "dfrtp_1" \
    tool_warnings 26 \
    numCtsBuffers 17 \
    slew_violations 0 \
    cts-htree-levels 4 \
    logic_area_um2 2290 \
    ctsHoldBuffers 0 \
    ir_drop_mv 0.0592 \
    leakage_nw 3.67 \
    max_freq_mhz 131 \
    hp-class "flop to flop" \
    io_pins 143 \
    timing.hold.ws_ns 0.361 \
    synth.distinct_cells 25 \
    cp-start-kind "input port" \
    setup-violations-final 0 \
    hold_violations 0 \
    grt_usage_pct 15.0 \
    drc 0 \
    fin_worst_skew_ns 0.00657 \
    n_antenna_cell 0 \
    rsz0062_at_grt "no" \
    holdPathStages 0 \
    vias 3607 \
    yosys_register_bits 134 \
    chip_area_um2 15000 \
    grt_pass1_vias 3426 \
    finalPower_mw 0.720 \
    fin_area_um2 7960 \
    period_used_pct 47.0 \
    drtPass1Iterations 4 \
    synth.most_common_cell "dfrtp_1" \
    die_w_um 123 \
    ys_cells 399 \
    synthArstFlopShare_pct 100 \
    rr_startpoint "cases[0]$_DFFE_PP0P_" \
    required_ns 13.04 \
    std_cell_rows 43 \
    viasPerCell 4.86 \
    placed_area_um2 7400 \
    postCtsSetupRepairBufs 0 \
    cts_buffer_depth 2 \
    core_area_um2 14000 \
    seq_area_frac_synth_pct 58.1 \
    drt_iter0_markers 165 \
    synth.top_cell.area_share_pct 47.3 \
    fin_crit_ns 7.65 \
    avgSynthCellArea_um2 14.6 \
    dpl.hpwl_um 7040 \
    hp-start "rng.n[1]$_DFF_PP1_" \
    topCellsByArea "dfrtp_1, mux2_2, mux2_1, dfstp_2, xnor2_1" \
    drive_above_1_share_pct 23.0 \
    cts_tree "yes" \
    whs_endpoint "rng.n[0]$_DFF_PP1_" \
    setup_tns_ns 0 \
    post-place-ws_ns 8.62 \
    regArea_um2 3380 \
    enable_flop_cells 0 \
    clockRootBuffer "clkbuf_16" \
    r2r_cells 8 \
    ant_nets 0 \
    relSlewSlack_pct 50.2 \
    status "finished, final reports clean" \
    ys_area_um2 5820 \
    cts.clk_slew.worst_paths_ns 0.05 \
    clk_latency_ns 0.41 \
    ys_warn_count 0 \
    worstSetupPathType "input port to output pin" \
    wl_per_cell_um 14.3 \
    antenna_found_initial 0 \
    place_congestion 0.775 \
    cp_max_fo 1 \
    area_growth_pct 36.8 \
    worst_ep_arrival_time_ns 4.39 \
    flop_cell "dfrtp_1" \
    grt_remaining_overflow 0 \
    r2r-end "test_output[10]$_DFFE_PP0P_" \
]
cell families after synthesis:
logic type               after synthesis  share of synthesized area [%]
multiplexers                         141                           27.3
flip-flops                           134                           58.1
AND/OR/NAND/NOR                       64                           6.30
XOR/XNOR                              34                           5.11
buffers and inverters                 23                           2.71
adder cells (fa/ha/maj)                2                          0.430
AND-OR/OR-AND                          1                         0.0859
cell type report:
| cell class | count | area share [%] |
|---|---|---|
| Tap cell | 180 | 2.83 |
| Inverter | 5 | 0.299 |
| Clock buffer | 27 | 6.19 |
| Timing Repair Buffer | 150 | 18.6 |
| Clock inverter | 4 | 0.880 |
| Multi-Input combinational cell | 242 | 28.7 |
| Sequential cell | 134 | 42.5 |
worst max path at each step:
stage,from,endpoint,slack (ns),cells past startpoint
CTS,input_channels[31],output_channels[31],8.61,3
global route,input_channels[31],output_channels[31],8.58,3
finish,input_channels[31],output_channels[31],8.65,3
registers in the layout (all words and copies together) (netlist names):
| signal | cells |
|---|---|
| cases | 32 |
| rng.n | 32 |
| test_output | 70 |
per-layer routing:
metal	global-route usage (%)	up-vias	part of all wire, %
met5	0	-	0
met4	1.91	0	1.2
met3	3.65	10	6.0
met2	21.0	97	43
met1	25.4	1767	50
li1	-	1733	-
worst max-delay path: stages:
cell             delay (ns)
clkdlybuf4s50_1        0.41
mux2_1                 0.31
clkdlybuf4s50_1        0.42
metrics by stage:
stage	utilization (%)	std cells
finish	56.7	742
global route	56.7	742
CTS	56.7	742
detailed placement	52.7	711
global placement	52.7	711
floorplan	-	399
cells in the final DEF, fill, tap and decap left out, types with 2 or more instances in the layout:
cell / n
and3_1: 8
and4_1: 3
buf_4: 8
bufinv_16: 2
clkbuf_1: 7
clkbuf_16: 17
clkbuf_8: 3
clkdlybuf4s50_1: 142
clkinv_2: 2
dfrtp_1: 110
dfstp_2: 24
ha_1: 2
inv_1: 4
mux2_1: 70
mux2_2: 71
nand2_1: 9
nand3_1: 14
nand4_1: 13
nor2_1: 4
nor4_1: 6
nor4b_1: 2
xnor2_1: 29
xor2_1: 5
power breakdown:
group | leakage, nW | internal [mW] | switching (mW)
Combinational | 1.62 | 0.0151 | 0.00814
Sequential | 1.78 | 0.333 | 0
Clock | 0.275 | 0.236 | 0.127
Total | 3.67 | 0.584 | 0.136
No activity file was given, so power comes from the tool's default toggle rates.
